--- /design/flow/run.sh ---
#!/bin/bash
# OpenROAD 26Q1-2900-gdf79404cd8, Yosys 0.63+post, stock flow scripts
make -C /OpenROAD-flow-scripts/flow DESIGN_CONFIG=/design/flow/config.mk WORK_HOME=/design/flow/orfs finish
--- /design/flow/config.mk ---
export PLATFORM = sky130hd
export DESIGN_NAME = CONV
export DESIGN_NICKNAME = CONV
export VERILOG_FILES = /design/flow/design.v
export SDC_FILE = /design/flow/constraint.sdc
export NUM_CORES = 4
export LEC_CHECK = 1
export CORE_UTILIZATION = 30
--- /design/flow/constraint.sdc ---
current_design CONV

set clk_period 24.2
set clk_io_pct 0.2

create_clock -name clk0 -period $clk_period [get_ports {clk}]

set non_clock_inputs [all_inputs -no_clocks]
set_input_delay [expr $clk_period * $clk_io_pct] -clock clk0 $non_clock_inputs
set_output_delay [expr $clk_period * $clk_io_pct] -clock clk0 [all_outputs]
--- /design/flow/design.v ---
//synopsys translate_off
//synopsys translate_on
module  CONV(
	input		clk,
	input		reset,
	output reg busy,	
	input		ready,	
	output [11:0] iaddr,
	input [19:0]idata,	
	output reg cwr,
	output reg [11:0] caddr_wr,
	output reg [19:0] cdata_wr,
	output reg crd,
	output reg [11:0] caddr_rd,
	input [19:0] cdata_rd,
	output reg [2:0] csel
	);
	localparam IDLE  = 4'd0;
	localparam RECV  = 4'd1;
	localparam OUT   = 4'd2;
	localparam L0    = 4'd3;
	localparam L1    = 4'd4;
	localparam KER1  = 4'd5;
	localparam RMEM  = 4'd6;
	localparam MAXP  = 4'd7;
	localparam MEM1  = 4'd8;
	localparam L2    = 4'd9;
	localparam DONE = 4'd10;
	reg [3:0] ps, ns;
	reg [1:0] index_kx, index_ky;
	reg signed [19:0] kernel_reg[0:2][0:2];
	reg signed [39:0] data_l0_reg;
	reg [5:0] anchor_x, anchor_y;
	reg flag_ker;
	reg [11:0] index;
	wire signed [19:0] kernel;
	wire signed [39:0] data_l0;
	wire signed [19:0] A, B;
	wire signed [19:0] bais;
	always @(posedge clk or posedge reset) begin
		if(reset) 
		begin
			ps <= IDLE;
		end
		else 
		begin
			ps <= ns;
		end
	end
	always @(*) begin
		case(ps)
		IDLE:    ns =                                            RECV;
		RECV:    ns = (index_ky == 2'd2  && index_kx == 2'd2 ) ? OUT : RECV;
		OUT:     ns =                                            L0;
		L0:      ns = (anchor_y == 6'd63 && anchor_x == 6'd63) ? KER1 : RECV;
		KER1:    ns = (flag_ker                              ) ? RMEM : RECV;
		RMEM:    ns =                                            MAXP;
		MAXP:    ns = (index_ky == 2'd2  && index_kx == 2'd0 ) ? L1 : RMEM;
		L1:      ns =                                            L2;
		L2:      ns = (anchor_y == 6'd31 && anchor_x == 6'd31) ? MEM1 : RMEM;
		MEM1:    ns = (flag_ker                              ) ? DONE : RMEM;
		default: ns =                                            IDLE;
		endcase
	end
	always @(posedge clk or posedge reset) begin
		if(reset)
		begin
			flag_ker <= 1'd0;
		end
		else if(ps == KER1 || ps == MEM1)
		begin
			flag_ker <= ~flag_ker;
		end
	end
	always @(posedge clk or posedge reset) begin
		if(reset)
		begin
			kernel_reg[0][0] <= 20'h0A89E;
			kernel_reg[0][1] <= 20'h092D5;
			kernel_reg[0][2] <= 20'h06D43;
			kernel_reg[1][0] <= 20'h01004;
			kernel_reg[1][1] <= 20'hF8F71;
			kernel_reg[1][2] <= 20'hF6E54;
			kernel_reg[2][0] <= 20'hFA6D7;
			kernel_reg[2][1] <= 20'hFC834;
			kernel_reg[2][2] <= 20'hFAC19;
		end
		else if(ps == KER1)
		begin
			kernel_reg[0][0] <= 20'hFDB55;
			kernel_reg[0][1] <= 20'h02992;
			kernel_reg[0][2] <= 20'hFC994;
			kernel_reg[1][0] <= 20'h050FD;
			kernel_reg[1][1] <= 20'h02F20;
			kernel_reg[1][2] <= 20'h0202D;
			kernel_reg[2][0] <= 20'h03BD7;
			kernel_reg[2][1] <= 20'hFD369;
			kernel_reg[2][2] <= 20'h05E68;
		end
	end
	always @(posedge clk or posedge reset) begin
		if(reset)
		begin
			index_kx <= 2'd0;
		end
		else if(ps == RECV)
		begin
			index_kx <= (index_kx == 2'd2) ? 2'd0 : index_kx + 1'd1;
		end
		else if(ps == RMEM)
		begin
			index_kx <= (index_kx == 2'd1) ? 2'd0 : index_kx + 1'd1;
		end
	end
	always @(posedge clk or posedge reset) begin
		if(reset)
		begin
			index_ky <= 2'd0;
		end
		else if(ps == RECV)
		begin
			index_ky <= (index_kx == 2'd2) ? (index_ky == 2'd2) ? 2'd0 : index_ky + 1'd1 : index_ky;
		end
		else if(ps == RMEM)
		begin
			index_ky <= (index_kx == 2'd1) ? index_ky + 1'd1 : index_ky;
		end
		else if(ps == L1)
		begin
			index_ky <= 2'd0;
		end
	end
	assign iaddr = 12'd64*(index_ky - 1'd1) + index_kx - 1'd1 + {anchor_y, anchor_x};
	always @(posedge clk or posedge reset) begin
		if(reset)
		begin
			anchor_x <= 6'd0;
		end
		else if (ps == L0)
		begin
			anchor_x <= (anchor_x == 6'd63) ? 6'd0 : anchor_x + 1'd1;
		end
		else if (ps == L2)
		begin
			anchor_x <= (anchor_x == 6'd31) ? 6'd0 : anchor_x + 1'd1;
		end
	end
	always @(posedge clk or posedge reset) begin
		if(reset)
		begin
			anchor_y <= 6'd0;
		end
		else if (ps == L0)
		begin
			anchor_y <= (anchor_x == 6'd63) ? (anchor_y == 6'd63) ? 6'd0 : anchor_y + 1'd1 : anchor_y;
		end
		else if (ps == L2)
		begin
			anchor_y <= (anchor_x == 6'd31) ? (anchor_y == 6'd31) ? 6'd0 : anchor_y + 1'd1 : anchor_y;
		end
	end
	always @(posedge clk or posedge reset) begin
		if(reset)
		begin
			data_l0_reg <= 40'd0;
		end
		else if(ps == RECV || ps == OUT)
		begin
			data_l0_reg <= data_l0; 
		end
		else if(ps == L0)
		begin
			data_l0_reg <= 40'd0;
		end
	end
	assign A      = (ps == RECV) ? kernel : 20'h10000 ;
	assign B      = (ps == RECV) ? idata  : bais;
	assign bais   = (flag_ker) ? 20'hF7295 : 20'h01310;
	assign kernel = ((anchor_y == 6'd0  && index_ky == 2'd0) || 
	                 (anchor_y == 6'd63 && index_ky == 2'd2) || 
					 (anchor_x == 6'd0  && index_kx == 2'd0) || 
					 (anchor_x == 6'd63 && index_kx == 2'd2)) ? 20'd0 : kernel_reg[index_ky][index_kx];
	assign data_l0 = A * B + data_l0_reg;
	always @(posedge clk or posedge reset) begin
		if(reset)
		begin
			index <= 12'd0;
		end
		else if(ps == L2)
		begin
			index <= index + 1'd1;
		end
		else if(ps == MEM1)
		begin
			index <= 12'd0;
		end
	end
	always @(posedge clk or posedge reset) begin
		if(reset)
		begin
			busy <= 1'd0;
		end
		else if(ready)
		begin
			busy <= 1'd1;
		end
		else if(ps == DONE)
		begin
			busy <= 1'd0;
		end
	end
	always @(posedge clk or posedge reset) begin
		if(reset)
		begin
			caddr_wr <= 12'd0;
		end
		else if(ps == L0)
		begin
			caddr_wr <= {anchor_y, anchor_x};
		end
		else if(ps == L1)
		begin
			caddr_wr <= {2'd0, anchor_y[4:0], anchor_x[4:0]};
		end
		else if(ps == L2)
		begin
			caddr_wr <= 2*index + {11'd0, flag_ker};
		end
	end
	always @(posedge clk or posedge reset) begin
		if(reset)
		begin
			cdata_wr <= 20'd0;
		end
		else if(ps == L0)
		begin
			cdata_wr <= (data_l0_reg > 0) ? 
						(data_l0_reg[15]) ? data_l0_reg[35:16] + 20'd1 : data_l0_reg[35:16] :
						20'd0;
		end
		else if(ps == RMEM)
		begin
			cdata_wr <= (~|(index_kx) && ~|(index_ky)) ? 20'd0 : cdata_wr;
		end
		else if(ps == MAXP)
		begin
			cdata_wr <= (cdata_rd > cdata_wr) ? cdata_rd : cdata_wr;
		end
	end
	always @(posedge clk or posedge reset) begin
		if(reset)
		begin
			caddr_rd <= 12'd0;
		end
		else if(ps == RMEM)
		begin
			caddr_rd <= 64*index_ky + index_kx + 2*{anchor_y, anchor_x};
		end
	end
	always @(posedge clk or posedge reset) begin
		if(reset)
		begin
			crd <= 1'd0;
		end
		else if(ps == RMEM)
		begin
			crd <= 1'd1;
		end
		else 
		begin
			crd <= 1'd0;
		end
	end
	always @(posedge clk or posedge reset) begin
		if(reset)
		begin
			cwr <= 1'd0;
		end
		else if(ps == L0 || ps == L1 || ps == L2)
		begin
			cwr <= 1'd1;
		end
		else 
		begin
			cwr <= 1'd0;
		end
	end
	always @(posedge clk or posedge reset) begin
		if(reset)
		begin
			csel <= 3'b000;
		end
		else if(ps == L0 || ps == RMEM)
		begin
			csel <= (flag_ker) ? 3'b010 : 3'b001;
		end
		else if(ps == L1)
		begin
			csel <= (flag_ker) ? 3'b100 : 3'b011;
		end
		else if(ps == L2)
		begin
			csel <= 3'b101;
		end
	end
endmodule
==> impl_metrics.toml <==
# flow metrics
[timing]
finalSetupViolCount = 0
period_needed_ns = 12.59
fmax_mhz = 79.45
fin_skew_ns = 0.009367
slew_viol_final = 0
rsz0062_at_grt = "no"
finalHoldViolCount = 0
worst_pin_slew_ns = 0.8414
setup_tns_ns = 0
period_used_pct = 52.01
maxSlewHeadroom_pct = 43.70

[cts]
cts.sinks = 130
cts_buffers = 17
cts.clk_slew.worst_paths_ns = 0.06
cts-root-buf = "clkbuf_16"
postCtsSetupBuffers = 0
clk_latency_ns = 0.42
htree_levels = 4
cts_buffer_depth = 2
cts_resized = 0
cts_tree = "yes"
cts-hold-fix-buffers = 0

[routing]
vias = 18270
wl_per_cell_microns = 16.55
drc = 0
dr.pass1.iters = 8
drtIter0Drc = 917
via_per_inst = 4.654
ant_nets = 0
num_antenna_cells = 0
routed_wl_mm = 64.99

[global_routing]
grt_max_degree = 62
grt_pass1_wl_mm = 106.2
overflow = 0
grt_pass1_vias = 19340
antenna_found_initial = 1
grt_use_total_pct = 17.37

[final_layout]
utilization_pct = 33.99
area_growth_pct = 11.89
largest_reg_flops = 40
drive_above_1_share_pct = 4.466
fillCellCount = 8341

[critical_path]
crit_fanout = 16
cp.arrival_ns = 12.86
crit_path_cell_trace = "clkdlybuf4s50_1 > nand2_1 > nand2_1 > nand2_1 > fa_1 > fa_1 > inv_1 > fa_1 > fa_1 > fa_1 > fa_1 > inv_1 > fa_1 > inv_1 > ha_1 > and2_1 > a221o_1 > nand3b_1 > o21ai_1 > o21ai_0 > a221o_1 > xnor2_1 > o21ai_0"
crit_slowest_cell = "fa_1"
ff2ff_setup_slack_ns = 13.96
slowest_delay_ns = 1.07
critPathLaunchType = "primary input"
worst_ep_required_time_ns = 24.48
crit_top_cell = "fa_1"
cp-end-kind = "register"
crit_type = "primary input to register"

[floorplanning]
fp.dieArea_sq_mm = 0.08284
core_area_sq_mm = 0.08068
die_y_microns = 287.8
dieWidth_microns = 287.8
rows = 104
io_pins = 105
fp-utilization_pct = 30.38

[synth]
yosys.area_share.aoi_pct = 8.276
topCellsByArea = "fa_1 (37%), dfrtp_1 (13%), inv_1 (11%), ha_1 (9.5%), nand2_1 (4.5%)"
largest_area_cell = "fa_1"
muxShareOfSynthArea_pct = 1.669
synth_area_per_cell_sq_um = 8.756
ys_sh_simple_pct = 14.45
top_area_share_pct = 36.76
synth_adder_area_share_pct = 46.26
yosysWarningCount = 3
ff_type = "dfrtp_1"
yosys_cells = 2799
synthArstFlopShare_pct = 100.0
ys.flops = 130
ys_seq_share_pct = 13.28
yosys-top-cells-count = "inv_1 (711), fa_1 (450), nand2_1 (293), ha_1 (186), nor2_1 (160)"
synth.distinct_cells = 77
syn_area_sq_mm = 0.02451
topCombFamilyByArea = "adder cells"
synth-edff-count = 0
synthXorXnorAreaFrac_pct = 3.359
most_common_cell = "inv_1"
yosys_area_sq_mm = 0.02451
syn_inst = 2799

[power]
seqPwrFrac_pct = 42.6
p_comb_share_pct = 4.4
swShare_pct = 22.36
p_sw_uw = 114.3
p_total_uw = 511.0
leakagePower_nw = 14.05
peakVddDrop_v = 0.00004011
power.density_mw_per_mm2 = 18.64
clkPwrFrac_pct = 53.1
p_int_uw = 396.7

[flow_run]
maxCapViolations = 0
tool_warnings = 37

[worst_hold_path]
hold_path_class = "register to register"

[placed_design]
port_buffers = 104
gp_congestion = 0.9339
hpwl_mm = 54.93

[status]
outcome = "finished, final reports clean"
kinds of logic after synthesis:
group	after synthesis
buffers and inverters	825
DFF	130
muxes	39
AOI/OAI and AO/OA	318
adders and majority gates	636
and+or+nand+nor	757
xor gates and xnor gates	94
metrics by stage:
stage               worst slack [ns]  hold WS (ns)  std cells  area [sq um]
floorplan                      12.36        0.3519       2799         24510
global placement               11.35        0.4194       3894         26800
detailed placement             11.28        0.4210       3894         26800
CTS                            11.67        0.4377       3926         27420
global route                   11.18        0.4351       3926         27420
finish                         11.61        0.4250       3926         27420
cell usage in the layout, fill, tap and decap left out, drive strengths merged, types with 4 or more instances in the layout:
master and n:
a211oi 8, a21o 29, a21oi 100, a31oi 5, and2 70, and3 11, buf 44, clkbuf 20
clkdlybuf4s50 104, clkinv 9, dfrtp 128, fa 450, ha 186, inv 712, mux2 15, mux2i 24
nand2 293, nand2b 22, nand3 64, nand3b 4, nand4 20, nor2 160, nor2b 36, nor3 22
nor3b 9, nor4 12, nor4b 4, o211a 5, o211ai 8, o21a 12, o21ai 88, o21bai 11
o221ai 4, o22ai 4, o31ai 10, or2 11, or3 12, xnor2 72, xor2 22
power by group through the flow:
stage | clock network [mW] | logic [mW] | registers, mW
after global routing | 0.288 | 0.0252 | 0.217
final | 0.271 | 0.0224 | 0.217
after CTS | 0.277 | 0.0230 | 0.217
layer usage:
metal	up-vias	track usage (%)	wire [microns]
li1	8606	-	-
met4	0	2.606	1255
met2	443	28.25	32300
met5	-	0	0
met1	9163	23.62	26530
met3	59	5.659	4905
worst max-delay path: cells and delay by family:
kind	cells	cell delay [ns]
adders and majority gates	8	4.45
AOI/OAI and AO/OA	5	1.47
and+or+nand+nor	5	1.25
buffers and inverters	4	0.71
xor gates and xnor gates	1	0.16
cell type report:
cell class              count  area (sq um)  share of cell area (%)
inverters                 712          2678                   9.765
clock buffers              20         466.7                   1.702
clock inverters            12         153.9                  0.5613
multi-input cells        1844         18170                   66.26
repair buffers            148          1371                   5.001
flip-flops and latches    130          3257                   11.88
well taps                1060          1326                   4.837
worst paths after layout:
check,end,startpoint,depth (start not counted)
max in group asynchronous,ps[6],reset,4
worst min register to register,ps[0],ps[4],0
worst max register to register,data_l0_reg[35],index_ky[0],31
worst min-delay path,ps[0],ps[4],0
min in group asynchronous,busy,reset,2
worst max-delay path,data_l0_reg[35],idata[2],23
Power figures rest on the tool's default switching activity, not on a simulated workload.
